==> /design/flow/design.v <==
module debouncer 
#(
    parameter integer DEBOUNCE_WAIT = 2_500_000  
)
(
    input  logic clk,
    input  logic rst_n,
    input  logic btn,         
    output logic btn_pls_out   
);
    localparam int BIT_SIZE = $clog2(DEBOUNCE_WAIT + 1);
    logic btn_r;
    logic btn_f;
    logic [BIT_SIZE-1:0] counter;
    logic is_running;
    logic btn_debounced;
    edge_detect btn_in_edge (
        .clk(clk),
        .rst_n(rst_n),
        .sig(btn),
        .r_edge(btn_r),    
        .f_edge(btn_f)     
    );
    edge_detect dbounce_out_edge (
        .clk(clk),
        .rst_n(rst_n),
        .sig(btn_debounced),
        .r_edge(btn_pls_out),    
        .f_edge( )               
    );
always_ff @(posedge clk, negedge rst_n)
    if (~rst_n) begin
        counter <= 'd0;
        btn_debounced <= 'b0;
        is_running <= 'b0;
    end else begin
        if(btn_r == 'b1) begin
            counter    <= 'd0;
            is_running <= 'b1;
        end else if( btn_f == 'b1) begin
            counter    <= 'd0;
            is_running <= 'b0;
        end else begin
            if(is_running) begin
                if(counter < DEBOUNCE_WAIT) begin
                    counter       <= counter + 1;
                    btn_debounced <= 'b0;
                end else begin
                    btn_debounced <= 'b1;
                    is_running    <= 'b0;
                end
            end
        end
    end
endmodule
module edge_detect
(
    input   logic clk, 
    input   logic rst_n,
    input   logic sig,
    output  logic r_edge,
    output  logic f_edge
);
logic delay_reg0;
always_ff @(posedge clk, negedge rst_n)
    if (~rst_n) begin
        delay_reg0 <= 1'b0;
        r_edge  <= 1'b0;
        f_edge  <= 1'b0;
    end else begin
        delay_reg0 <= sig;
        r_edge     <= ~delay_reg0 & sig;
        f_edge     <= delay_reg0 & ~sig;
    end
endmodule
==> /design/flow/run.sh <==
#!/bin/bash
# OpenROAD 26Q1-2900-gdf79404cd8, Yosys 0.63+post, stock flow scripts
make -C /OpenROAD-flow-scripts/flow DESIGN_CONFIG=/design/flow/config.mk WORK_HOME=/design/flow/orfs finish
==> /design/flow/config.mk <==
export PLATFORM = sky130hd
export DESIGN_NAME = debouncer
export DESIGN_NICKNAME = debouncer
export VERILOG_FILES = /design/flow/design.v
export SDC_FILE = /design/flow/constraint.sdc
export NUM_CORES = 4
export LEC_CHECK = 1
export CORE_UTILIZATION = 30
==> /design/flow/constraint.sdc <==
current_design debouncer

set clk_period 4.7
set clk_io_pct 0.2

create_clock -name clk0 -period $clk_period [get_ports {clk}]

set non_clock_inputs [all_inputs -no_clocks]
set_input_delay [expr $clk_period * $clk_io_pct] -clock clk0 $non_clock_inputs
set_output_delay [expr $clk_period * $clk_io_pct] -clock clk0 [all_outputs]
==> flow_metrics.env <==
# flow metrics
export IMPL_num_io_pins=4
export IMPL_power_density_nw_per_um2=299.1
export IMPL_instances_no_fill=227
export IMPL_synth_top_cell_by_area="dfrtp_1"
export IMPL_setup_violations_final=0
export IMPL_cts_tree="built"
export IMPL_final_cell_mix="29 x dfrtp_1, 16 x a21oi_1, 12 x nand2_1"
export IMPL_tightest_slew_ns=0.5096
export IMPL_synth_seq_cells=29
export IMPL_die_area_um2=5463
export IMPL_die_h_um=73.92
export IMPL_postSynthCellCount=155
export IMPL_crit_family="simple AND/OR/NAND/NOR gates"
export IMPL_top_logic_kind="simple AND/OR/NAND/NOR gates"
export IMPL_grt_overflow=0
export IMPL_synthDistinctLibCells=42
export IMPL_cp_end_kind="register"
export IMPL_warnings=25
export IMPL_rsz0062_at_grt="no"
export IMPL_path_clk_slew_ns=0.06
export IMPL_die_w_um=73.92
export IMPL_crit_required_ns=4.89
export IMPL_max_slew_margin_pct=65.90
export IMPL_cts_repair_resized=0
export IMPL_ys_sh_mux_pct=0.6452
export IMPL_grt_use_total_pct=12.86
export IMPL_min_delay_start="dbounce_out_edge.delay_reg0"
export IMPL_cp_max_fo=43
export IMPL_num_rows=25
export IMPL_grt_max_degree=44
export IMPL_ys_sh_simple_pct=28.15
export IMPL_ys_warn_count=2
export IMPL_outcome="finished, final reports clean"
export IMPL_cpMaxStageDelayCell="or4_1"
export IMPL_hpwl_um=2013
export IMPL_hold_class="register to register"
export IMPL_finalPower_mw=0.5139
export IMPL_leakagePower_nw=0.6666
export IMPL_fin_crit_ns=2.009
export IMPL_ir_drop_uv=212.6
export IMPL_synth_area_um2=1551
export IMPL_crit_buf_inv=1
export IMPL_drc=0
export IMPL_r2r_end="counter[17]"
export IMPL_io_buffers=3
export IMPL_holdBufCountCts=0
export IMPL_htree_levels=2
export IMPL_edf_count=0
export IMPL_arrival_ns=2.20
export IMPL_startpoint_type="register"
export IMPL_n_antenna_cell=0
export IMPL_min_period_over_period_pct=42.75
export IMPL_cts_setup_buffers=0
export IMPL_vias=1225
export IMPL_topCellsByArea="dfrtp_1 47%, or4_1 5.3%, a21oi_1 5.2%"
export IMPL_grt_pass1_vias=1096
export IMPL_reg2reg_slack_ns=2.69
export IMPL_firstDrtPassIters=4
export IMPL_finClkSkew_ns=0.004860
export IMPL_fp_util_pct=32.00
export IMPL_clk_path_buf_depth=2
export IMPL_post_synth_top_area_fraction_pct=46.77
export IMPL_drt_wl_total_um=3047
export IMPL_synth_adder_area_share_pct=0.8065
export IMPL_rr_worst_depth=6
export IMPL_clk_latency_ns=0.27
export IMPL_cts_sinks=29
export IMPL_maxCapViolations=0
export IMPL_placedCellCount=220
export IMPL_antenna_found_initial=0
export IMPL_coreArea_um2=4848
export IMPL_hold_viol=0
export IMPL_reg2reg_from="counter[9]"
export IMPL_cp_slowest_stage_delay_ns=0.53
export IMPL_hold_end="dbounce_out_edge.r_edge"
export IMPL_whs_path_depth=1
export IMPL_viasPerCell=5.396
export IMPL_n_fill_cell=479
export IMPL_flop_cell="dfrtp_1"
export IMPL_ys_sh_aoi_pct=19.19
export IMPL_drive_gt1_share_pct=9.375
export IMPL_clock_root_buffer="clkbuf_8"
export IMPL_synth_chip_area_um2=1551
export IMPL_setup_tns_ns=0
export IMPL_ys_sh_xor_pct=0.5645
export IMPL_post_place_ws_ns=2.704
export IMPL_drv_slew=0
export IMPL_cp_cell_sequence="a211o_1 -> nand2_1 -> a41oi_4 -> buf_4 -> or4_1 -> a21oi_1"
export IMPL_ys_async_sr_fraction_pct=100.0
export IMPL_lay_top_count="dfrtp_1"
export IMPL_area_growth_pct=10.73
export IMPL_cts_buffers_inserted=5
export IMPL_ys_seq_share_pct=46.77
export IMPL_avgSynthCellArea_um2=10.01
export IMPL_grt_first_pass_wirelength_um=5313
export IMPL_ant_nets=0
export IMPL_place_congestion=0.8705
export IMPL_worstSetupPathType="register to register"
export IMPL_setup_slack_ns=2.691
export IMPL_wl_per_cell_um=13.42
export IMPL_max_freq_ghz=0.4978
export IMPL_synth_stat_cells=155
export IMPL_first_iter_violations=40
per-stage QoR:
stage / util, % / cell area (um^2) / hold slack, ns
floorplan: - / 1551 / 0.3674
global placement: 33.65 / 1632 / 0.3831
detailed placement: 33.65 / 1632 / 0.3818
CTS: 35.43 / 1718 / 0.3896
global route: 35.43 / 1718 / 0.4233
finish: 35.43 / 1718 / 0.3890
cells in the mapped netlist (3+ instances only):
cell,count
dfrtp_1,29
a21oi_1,16
nand2_1,12
nand3_1,11
or4_1,11
o31ai_1,8
nor2_1,6
o21ai_0,6
and3_1,4
or3_1,4
inv_1,3
nor2b_1,3
nor4_1,3
o211ai_1,3
o21a_1,3
worst reg2reg max path: stages, from the launching register on:
cell and delay, ns:
dfrtp_1 0.44, a211o_1 0.31, nand2_1 0.10, a41oi_4 0.11
buf_4 0.27, or4_1 0.54, a21oi_1 0.16
metal layers:
metal  global-route usage [%]  vias to the layer above  wire length [um]
li1                         -                      606                 -
met1                    20.71                      583              1511
met2                    18.79                       34              1366
met3                    2.774                        2               142
met4                    1.709                        0                27
met5                        0                        -                 0
registers in the layout (all words and copies together), names as in the netlist:
name and count:
counter 22, btn_debounced 1, btn_in_edge.delay_reg0 1, btn_in_edge.f_edge 1
btn_in_edge.r_edge 1, dbounce_out_edge.delay_reg0 1, dbounce_out_edge.r_edge 1, is_running 1
kinds of logic after synthesis:
kind of cell / count (synthesis)
buffers and inverters: 10
adders and majority gates: 1
muxes: 1
AOI/OAI and AO/OA: 44
xor gates and xnor gates: 1
and+or+nand+nor: 69
DFF: 29
report_power, final:
part	internal (mW)	total, mW	leakage, nW	switching, mW
Combinational	0.0152	0.0463	0.232	0.0311
Clock	0.116	0.198	0.0443	0.0824
Sequential	0.260	0.269	0.391	0.00950
Total	0.391	0.514	0.667	0.123
area by class of cell:
cell class | count | area [um^2] | area share, %
Inverter | 3 | 11.26 | 0.6555
Clock buffer | 7 | 86.33 | 5.025
Sequential cell | 29 | 725.7 | 42.24
Timing Repair Buffer | 5 | 45.04 | 2.622
Tap cell | 67 | 83.83 | 4.880
Multi-Input combinational cell | 116 | 765.7 | 44.57
how the worst max path moves through the flow:
stage / slack, ns / start / end / cells after the start
4_1_cts: 2.69 / counter[9] / counter[17] / 6
5_1_grt: 2.57 / counter[17] / counter[17] / 6
6_report: 2.69 / counter[9] / counter[17] / 6
Power and IR drop assume default switching activity.
